==> design/flow/config.mk <==
export PLATFORM = sky130hd
export DESIGN_NAME = sfifo
export DESIGN_NICKNAME = sfifo
export VERILOG_FILES = /design/flow/design.v
export SDC_FILE = /design/flow/constraint.sdc
export NUM_CORES = 4
export LEC_CHECK = 1
export CORE_UTILIZATION = 30
==> design/flow/constraint.sdc <==
current_design sfifo

set clk_period 6.3
set clk_io_pct 0.2

create_clock -name clk0 -period $clk_period [get_ports {clk}]

set non_clock_inputs [all_inputs -no_clocks]
set_input_delay [expr $clk_period * $clk_io_pct] -clock clk0 $non_clock_inputs
set_output_delay [expr $clk_period * $clk_io_pct] -clock clk0 [all_outputs]
==> design/flow/design.v <==
module dual_port_RAM #(parameter DEPTH = 16,
					   parameter WIDTH = 8)(
	 input wclk
	,input wenc
	,input [$clog2(DEPTH)-1:0] waddr  
	,input [WIDTH-1:0] wdata      	
	,input rclk
	,input renc
	,input [$clog2(DEPTH)-1:0] raddr  
	,output reg [WIDTH-1:0] rdata 		
);
reg [WIDTH-1:0] RAM_MEM [0:DEPTH-1];
always @(posedge wclk) begin
	if(wenc)
		RAM_MEM[waddr] <= wdata;
end 
always @(*) begin
	rdata = RAM_MEM[raddr];
end
endmodule 
module sfifo#(
    parameter   WIDTH = 8,
    parameter   DEPTH = 16
)(
    input                   clk     ,
    input                   rst     ,
    input                   winc    ,  
    input                   rinc    ,  
    input       [WIDTH-1:0] wdata   ,
    output reg              wfull   ,
    output reg              rempty  ,
    output wire [WIDTH-1:0] rdata
);
    reg[$clog2(DEPTH): 0] wp, rp;
    wire w_en, r_en;
    wire[$clog2(DEPTH): 0] next_wp, next_rp;
    assign next_wp = wp + 1;
    assign next_rp = rp + 1;
    always @(posedge clk) begin
        if (rst) begin
            wp <= 0;
        end else if (w_en) begin
            wp <= next_wp;
        end
    end
    always @(posedge clk) begin
        if (rst) begin
            rp <= 0;
        end else if (r_en) begin
            rp <= next_rp;
        end
    end
    assign w_en = (winc & ~wfull);
    assign r_en = (rinc & ~rempty);
    wire is_same_addr, is_same_msb;
    assign is_same_addr = (wp[$clog2(DEPTH)-1: 0] == rp[$clog2(DEPTH)-1: 0]);
    assign is_same_msb  = (wp[$clog2(DEPTH)] == rp[$clog2(DEPTH)]);
    assign wfull  = (wp[$clog2(DEPTH)-1:0] == rp[$clog2(DEPTH)-1:0]) &&
                    (wp[$clog2(DEPTH)] != rp[$clog2(DEPTH)]);
    assign rempty = (wp[$clog2(DEPTH)-1:0] == rp[$clog2(DEPTH)-1:0]) &&
                    (wp[$clog2(DEPTH)] == rp[$clog2(DEPTH)]);
    dual_port_RAM #(
        .DEPTH(DEPTH),
        .WIDTH(WIDTH)
    ) inst_dual_port_RAM (
        .wclk  (clk),
        .wenc  (w_en),
        .waddr (wp[$clog2(DEPTH)-1: 0]),
        .wdata (wdata),
        .rclk  (clk),
        .renc  (r_en),
        .raddr (rp[$clog2(DEPTH)-1: 0]),
        .rdata (rdata)
    );
endmodule
==> design/flow/run.sh <==
#!/bin/bash
# OpenROAD 26Q1-2900-gdf79404cd8, Yosys 0.63+post, stock flow scripts
make -C /OpenROAD-flow-scripts/flow DESIGN_CONFIG=/design/flow/config.mk WORK_HOME=/design/flow/orfs finish
==> impl_metrics.toml <==
# implementation run metrics
[status]
outcome = "complete, no violations"

[layout]
ff_latch_area_um2 = 4130
area_growth_pct = 18.6
mi_logic_area_um2 = 1590
final-instance-count-excl-fill = 581
fillerInstances = 1729
final_layout_size_suffix_gt1_share_pct = 18.7

[setup_path]
worst_setup_path_end_kind = "output pin"
worst_r2r_startpoint = "wp[2]"
setup.reg_to_reg.worst_slack_ns = 3.85
reg2reg_depth = 4
criticalPathCategory = "reg2out"
endpoint = "rdata[6]"
worstPathMaxFanout = 19
rr_endpoint = "inst_dual_port_RAM.RAM_MEM[7][7]"
critical_path.startpoint_type = "flip-flop"
worst_endpoint_data_arrival_time_ns = 3.01
worstPathRequired_ns = 5.04

[routing]
route.detailed.wl_per_inst_um = 19.1
drt-vias-per-instance = 4.71
initialDrtViolationCount = 123
drt-pass1-iter-count = 4
drcViolationCount = 0
route.antenna.diode_count = 0
totalWireLength_um = 11100
detailroute.via_count = 2736
final_antenna_net_count = 0

[die]
boundaryPins = 22
floorplan.die.width_um = 141
chipArea_um2 = 20000
number_of_standard_cell_rows_in_the_floorplan = 50
dieHeight_um = 141
fp.coreArea_um2 = 18900
floorplan.initialDensity_pct = 30.9

[sta]
finalSetupViolations = 0
hold_viol = 0
setup-tns-final_ns = 0
timing.clock.skew_ns = 0.0107
final-max-slew-violation-count = 0
finalClockPeriodUsage_pct = 67.8
timing.hold.ws_ns = 0.543
timing.slew.headroom_pct = 52.5
max_clock_freq_mhz = 234
grt_setup_unrepaired = "no"
tightest_slew_ns = 0.711
final_period_minus_worst_setup_slack_ns = 4.27

[global_route]
antenna_found_initial = 0
grt_start_max_net_pins = 33
track_usage_pct = 12.4
grt_pass1_vias = 2899
total_gr_overflow = 0
grt_pass1_wl_um = 17000

[synth]
ys_ff = 142
avgSynthCellArea_um2 = 20.9
netlist.top_cell.by_area = "sky130_fd_sc_hd__edfxtp_1"
compound_area_share_pct = 1.91
synth_xor_xnor_area_share_pct = 0.901
synth_cell_type_count = 31
post_synth_and_or_nand_nor_area_fraction_pct = 4.25
ys_top_logic_family = "multiplexers"
synth-area-yosys_um2 = 5830
synth-edff-count = 128
topCellsByArea = "sky130_fd_sc_hd__edfxtp_1 66%, sky130_fd_sc_hd__mux4_1 11%, sky130_fd_sc_hd__mux4_2 6.2%, sky130_fd_sc_hd__dfxtp_1 4.8%, sky130_fd_sc_hd__mux2_2 1.5%"
common_cells = "128 x sky130_fd_sc_hd__edfxtp_1, 24 x sky130_fd_sc_hd__mux4_1, 16 x sky130_fd_sc_hd__mux4_2, 14 x sky130_fd_sc_hd__dfxtp_1, 11 x sky130_fd_sc_hd__nor2_1"
yosysSeqAreaShare_pct = 70.7
post_synth_inst_count = 279
synth_stat.cells = 279
post-synth-top-count-cell = "sky130_fd_sc_hd__edfxtp_1"
post_synth_instance_area_um2 = 5830
ys_async_sr_fraction_pct = 0
main_synth_ff_type = "sky130_fd_sc_hd__edfxtp_1"
yosysWarnings = 4
synth.top_cell.area_share_pct = 65.9
yosys-mux-area-fraction_pct = 19.1
fa_ha_area_share_pct = 1.07

[place]
dpl.cell_count = 549
dp.final_hpwl_um = 6850
place.gp.congestion = 0.747
port_buffers = 21

[clock_network]
numCtsBuffers = 17
cts_max_level = 4
cts.path.max_buffers = 2
cts_hold_repair.buffers = 0
resized_cells_post_cts = 0
clock_sinks = 142
cts_tree = "done"
clock_tree.root_cell = "sky130_fd_sc_hd__clkbuf_16"
cts_post_setup_buffers_inserted = 0
worst_skew_pair.late_latency_ns = 0.41
clk_transition_reported_paths_ns = 0.05

[pwr]
peak_ir_drop_on_the_vdd_network_uv = 188
pleak_nw = 2.24
power_per_cell_area_nw_per_um2 = 336

[flow_run]
maxCapViolCount = 0
stage_log_warnings = 28

[worst_hold_path]
min-delay-path-class = "reg2reg"
## metal layers
layer	track usage, %	vias up	share of wire [%]
met5	0	-	0
met4	1.36	0	1.1
met3	7.84	12	12
met2	19.3	129	47
met1	15.8	1351	40
li1	-	1244	-
## registers in the layout (all words and copies together) (netlist names), named ones only
register / count
rp: 5
wp: 5
inst_dual_port_RAM.RAM_MEM: 128
## power by group
part | total (W) | switching (W) | internal (W)
Sequential | 0.00106 | 0.0000176 | 0.00104
Clock | 0.00106 | 0.000387 | 0.000673
Combinational | 0.000204 | 0.0000869 | 0.000117
Total | 0.00232 | 0.000491 | 0.00183
## metrics by stage
step	util, %	worst slack [ns]	total power, W	cell area (µm²)
3_3_place_gp	33.3	2.44	0.00128	6290
5_1_grt	36.6	1.88	0.00240	6920
2_1_floorplan	-	3.52	0.00122	5830
4_1_cts	36.6	1.99	0.00234	6920
6_report	36.6	2.03	0.00232	6920
3_5_place_dp	33.3	2.45	0.00129	6290
## worst max-delay path: stages (launching register included)
cell and delay [ns]:
sky130_fd_sc_hd__dfxtp_2 0.62, sky130_fd_sc_hd__buf_4 0.41, sky130_fd_sc_hd__mux4_1 0.61, sky130_fd_sc_hd__mux4_2 0.51
sky130_fd_sc_hd__clkdlybuf4s50_1 0.43
## cell type report
class	instances	share of cell area [%]
Tap cell	260	4.70
Timing Repair Buffer	24	3.36
Sequential cell	142	59.6
Multi-Input combinational cell	118	22.9
Inverter	5	0.271
Clock inverter	13	2.89
Clock buffer	19	6.25
## cells by family (layout without fill, tap and decap cells)
| group | Yosys count | in the layout |
|---|---|---|
| DFF | 142 | 142 |
| muxes | 51 | 51 |
| and+or+nand+nor | 42 | 42 |
| buffers and inverters | 19 | 61 |
| AOI/OAI and AO/OA | 14 | 14 |
| xor gates and xnor gates | 6 | 6 |
| adders and majority gates | 5 | 5 |
## worst min-delay path by stage
stage	slack, ns	cells after the start	end	from
CTS	0.54	2	flip-flop	rp[1]
global route	0.59	2	flip-flop	rp[1]
finish	0.54	2	flip-flop	rp[1]
## cell usage in the layout, fill, tap and decap left out, drive strengths merged, types with 6 or more instances in the layout
cell type	instances
a21oi	6
and3	9
and4	8
clkbuf	19
clkdlybuf4s50	21
dfxtp	14
edfxtp	128
inv	11
mux2	9
mux4	40
nand4	6
nor2	11
Power and IR drop assume default switching activity.
