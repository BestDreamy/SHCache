==> flow/design.v <==
module pipe #(
    parameter WIDTH = 16
)(
    input                                   flush,
    input                                   pin_valid,
    output                                  pin_ready,
    output                                  pout_valid,
    input                                   pout_ready,
    input  [WIDTH-1:0]                      pin_data,
    output [WIDTH-1:0]                      pout_data,
    input                                   clock,
    input                                   reset
);
    reg                 valid_q;
    wire                valid_d;
    wire                valid_en;
    assign pin_ready = ~valid_q | pout_ready | flush;
    assign valid_d   = pin_valid | (~flush & valid_q & ~pout_ready);
    assign valid_en = pin_ready;
    always @(posedge clock) begin
        if (reset)
            valid_q <= 0;
        else if (valid_en)
            valid_q <= pin_valid;
    end
    reg[WIDTH-1:0] data_q;
    assign pout_data = data_q;
    always @(posedge clock) begin
        if (reset)
            data_q <= 'b0;
        else if (valid_en)
            data_q <= pin_data;
    end
    assign pout_valid = valid_q & ~flush;
endmodule
==> flow/run.sh <==
#!/bin/bash
# OpenROAD 26Q1-2900-gdf79404cd8, Yosys 0.63+post, stock flow scripts
make -C /OpenROAD-flow-scripts/flow DESIGN_CONFIG=/design/flow/config.mk WORK_HOME=/design/flow/orfs finish
==> flow/config.mk <==
export PLATFORM = sky130hd
export DESIGN_NAME = pipe
export DESIGN_NICKNAME = pipe
export VERILOG_FILES = /design/flow/design.v
export SDC_FILE = /design/flow/constraint.sdc
export NUM_CORES = 4
export LEC_CHECK = 1
export CORE_AREA = 10 10 75 75
export DIE_AREA = 0 0 85 85
==> flow/constraint.sdc <==
current_design pipe

set clk_period 2.1
set clk_io_pct 0.2

create_clock -name clk0 -period $clk_period [get_ports {clock}]

set non_clock_inputs [all_inputs -no_clocks]
set_input_delay [expr $clk_period * $clk_io_pct] -clock clk0 $non_clock_inputs
set_output_delay [expr $clk_period * $clk_io_pct] -clock clk0 [all_outputs]
==> flow_summary.yaml <==
# flow metrics
status:
  outcome: "finished clean"
cts:
  clk_latency_ps: 250
  clock-root-buffer: "clkbuf_8"
  clkTransAtPathRegs_ps: 60
  htreeDepth: 1
  post_cts_buffers: 0
  cts_tree: "done"
  cts_resized: 0
  clock-sinks: 17
  clk_path_buf_depth: 2
  numCtsBuffers: 3
  cts_hold_buf: 0
yosys:
  edf_count: 0
  avgSynthCellArea_um2: 10.4
  area_leaders: "dfxtp_1 44%, nand2b_1 26%, mux2i_1 21%"
  synth_seq_share_pct: 43.8
  top_area_share_pct: 43.8
  synth-seq-cells: 17
  yosys-stat-area_um2: 777
  syn_inst: 75
  top_cell: "nand2b_1"
  syn_area_um2: 777
  ys.flop_type: "dfxtp_1"
  async_reset_ff_share_pct: 0
  synth.distinct_cells: 10
  synth-warning-count: 1
  common_cells: "32 x nand2b_1, 17 x dfxtp_1, 16 x mux2i_1"
  yosysTopAreaCell: "dfxtp_1"
  ys_cells: 75
critical_path:
  critPathLaunchType: "primary input"
  crit_fanout: 2
  slowest_stage: "clkdlybuf4s50_1"
  cp.required_ps: 1680
  path_class: "primary input to output pin"
  path_cells: "clkdlybuf4s50_1 -> nor3b_4 -> inv_1 -> clkdlybuf4s50_1"
  crit_path_end_kind: "output pin"
  max_stage_delay_ps: 460
  arrival_ps: 1570
  path_common_cell: "clkdlybuf4s50_1"
timing:
  rsz0062_at_grt: "false"
  final.setup_skew_ps: 1.39
  maxSlewViolCount: 0
  setup_tns_ps: 0
  hold_viol_final: 0
  fmax_ghz: 0.503
  relSlewSlack_pct: 81.6
  finalCriticalPeriod_ps: 1990
  tightest_slew_ps: 276
  setup_violations: 0
  period_used_pct: 94.7
grt:
  antenna_found_initial: 0
  grt_pass1_wl_um: 3130
  grt-ovfl-total: 0
  grt_pass1_vias: 657
  grt_use_total_pct: 5.07
  grt_max_degree: 34
floorplan:
  die_h_um: 85
  die_w_um: 85
  dieArea_mm2: 0.00723
  pin_count: 39
  fp_util_pct: 19.1
  core_mm2: 0.00406
  rows: 23
placement:
  dpl_cell_area_mm2: 0.00120
  place.gp.congestion: 0.724
  io_buffers: 38
job:
  warnings: 25
  maxCapViolations: 0
detailed_routing:
  antenna_cells: 0
  wl_um: 1860
  drc: 0
  drtIter0Drc: 5
  dr.pass1.iters: 4
  antenna_left: 0
  via_per_inst: 3.73
  vias: 612
  wl_per_cell_um: 11.4
power:
  leakagePower_nw: 0.440
  ir_drop_mv: 0.172
  power_density_mw_per_mm2: 574
layout:
  final_area_mm2: 0.00124
  fillers: 397
  syn_to_final_growth_pct: 60.1
  drive_above_1_share_pct: 6.14
hold_path:
  hp-class: "register to register"
## logic make-up after synthesis
family	Yosys count	share of synthesized area, %
flops	17	43.8
compound gates	1	0.644
mux	16	20.6
buf+inv	7	6.44
simple gates	34	28.5
## through the flow
step	cells	hold slack [ps]	setup WS, ps	power, mW	utilization [%]
5_1_grt	164	493	47.3	0.760	30.7
3_5_place_dp	160	467	112	0.486	29.5
4_1_cts	164	478	101	0.737	30.7
3_3_place_gp	160	462	111	0.484	29.5
6_report	164	475	112	0.714	30.7
2_1_floorplan	75	437	882	0.399	-
## critical path: cells and delay by family
family / cells / cell delay, ps
buf+inv: 3 / 930
simple gates: 1 / 220
## metal layers
metal	wire, um	track usage, %	up-vias
met4	13	0.749	0
met3	253	3.08	4
met5	0	0	-
met2	777	7.49	27
li1	-	-	315
met1	820	6.29	266
## cell usage in the layout (no fill, tap or decap)
cell              n
clkdlybuf4s50_1  38
nand2b_1         32
dfxtp_1          17
mux2i_1          16
clkbuf_8          3
inv_1             2
buf_4             2
nor3b_4           1
and2b_2           1
a21oi_1           1
clkbuf_1          1
## worst paths after layout
path                                  from    endpoint  slack, ps  cells after the start
worst min register to register  data_q[14]  data_q[14]        470                      2
worst min-delay path            data_q[14]  data_q[14]        470                      2
worst max-delay path                 flush   pin_ready        110                      4
worst max register to register     valid_q   data_q[4]        980                      3
## power breakdown
part | internal, mW | switching (mW)
Combinational | 0.0918 | 0.0315
Sequential | 0.343 | 0.00931
Clock | 0.134 | 0.105
## state kept, by name (all words and copies together), names as in the netlist
register and cells:
data_q 16, valid_q 1
## final cells by class
cell class                 count  area (um^2)  share of cell area, %
clock buffer                   4         45.0                   3.62
inverter                       2         7.51                  0.604
multi-input combinational     51          393                   31.6
sequential                    17          340                   27.4
tap                           50         62.6                   5.03
timing repair buffer          40          395                   31.8
No activity file was given, so power comes from the tool's default toggle rates.
